<file path="flow/config.mk">
export PLATFORM = sky130hd
export DESIGN_NAME = reg8_per
export DESIGN_NICKNAME = reg8_per
export VERILOG_FILES = /design/flow/design.v
export SDC_FILE = /design/flow/constraint.sdc
export NUM_CORES = 4
export LEC_CHECK = 1
export CORE_AREA = 10 10 70 70
export DIE_AREA = 0 0 80 80
</file>
<file path="flow/constraint.sdc">
current_design reg8_per

set clk_period 1.0
set clk_io_pct 0.2

create_clock -name clk0 -period $clk_period [get_ports {clock}]

set non_clock_inputs [all_inputs -no_clocks]
set_input_delay [expr $clk_period * $clk_io_pct] -clock clk0 $non_clock_inputs
set_output_delay [expr $clk_period * $clk_io_pct] -clock clk0 [all_outputs]
</file>
<file path="flow/design.v">
`default_nettype none
module reg8_pe(
    input wire           clock,
    input wire           wr_en,
    input wire     [7:0] in,
    output reg [7:0] out);
    always @(posedge clock) begin
	if(wr_en) begin
	    out <= in;
	end
    end
endmodule
module reg8_ne(
    input wire           clock,
    input wire           wr_en,
    input wire     [7:0] in,
    output reg [7:0] out);
    always @(negedge clock) begin
    if(wr_en) begin
        out <= in;
    end
    end
endmodule
module reg8_per(
    input wire           clock,
    input wire           wr_en,
    input wire     [7:0] in,
    output reg [7:0] out,
    input wire           reset_N);
    always @(posedge clock or negedge reset_N) begin
	if(~reset_N) begin
	    out <= 8'h00;
	end else begin
	    if(wr_en) begin
		out <= in;
	    end
	end
    end
endmodule
module reg8_ner(
    input wire           clock,
    input wire           wr_en,
    input wire     [7:0] in,
    output reg [7:0] out,
    input wire           reset_N
);
    always @(negedge clock or negedge reset_N) begin
	if(~reset_N) begin
	    out <= 8'h00;
	end else begin
	    if(wr_en) begin
		out <= in;
	    end
	end
    end
endmodule
module reg8_ll(
    input wire           clock,
    input wire           wr_en,
    input wire     [7:0] in,
    output reg [7:0] out);
   always @(clock, wr_en, in) begin
	if(~clock) begin
	    if(wr_en) begin
		out <= in;
	    end
	end
    end
endmodule
module reg8_hl(
    input wire           clock,
    input wire           wr_en,
    input wire     [7:0] in,
    output reg [7:0] out);
    always @(clock, wr_en, in) begin
	if(clock) begin
	    if(wr_en) begin
		out <= in;
	    end
	end
    end
endmodule
</file>
<file path="flow/run.sh">
#!/bin/bash
# OpenROAD 26Q1-2900-gdf79404cd8, Yosys 0.63+post, stock flow scripts
make -C /OpenROAD-flow-scripts/flow DESIGN_CONFIG=/design/flow/config.mk WORK_HOME=/design/flow/orfs finish
</file>
==> flow_metrics.tcl <==
# implementation run metrics
set metrics [dict create \
    power.leakage_nw 0.275 \
    cts-htree-levels 1 \
    ant_nets 0 \
    diodes 0 \
    crit_path_start "out[2]" \
    endpoint_kind "output pin" \
    relSlewSlack 0.744 \
    cts_sinks 8 \
    finalInstanceArea_um2 593 \
    postLayoutSetupSlackWorst_ns 0.0404 \
    async_reset_ff_frac 1.00 \
    r2r-start "out[6]" \
    ir_drop_uv 604 \
    use_met2 0.0377 \
    io_pins 19 \
    yosys-stat-area_um2 332 \
    cp_slowest_stage_delay_ns 0.39 \
    synth_cell_type_count 3 \
    reg.largest.list "out x8" \
    hp-class "in -> async" \
    clk_pin_slew_ns 0.05 \
    hold_violations 0 \
    swShare 0.209 \
    wire_per_inst_um 10.6 \
    tightest_slew_ns 0.383 \
    critPathSlowestCell "dfrtp_1" \
    cap_violations 0 \
    slew_violations 0 \
    setup_viol 0 \
    grt_use_met1 0.0398 \
    top_area_frac 0.604 \
    r2r_end "out[6]" \
    grt_max_degree 9 \
    cp.required_ns 0.80 \
    grt_pass1_wl_um 1420 \
    drive_above_1_share 0.571 \
    chipHeight_um 80 \
    syn_area_um2 332 \
    clock_latency_ns 0.25 \
    top_area_cell "dfrtp_1" \
    syn_inst 17 \
    die_w_um 80 \
    antenna_found_initial 0 \
    cts_tree "built" \
    top_register "out" \
    top_cells_by_area "dfrtp_1 60%, mux2_4 36%, buf_6 3.4%" \
    avgSynthCellArea_um2 19.5 \
    grt.total_usage 0.0305 \
    rows 21 \
    cts_hold_buf 0 \
    cp_cell_sequence "buf_2" \
    ys_warn_count 1 \
    ys.flop_type "dfrtp_1" \
    finClkSkew_ns 0 \
    dp_cells 84 \
    core_um2 3420 \
    area_growth_syn_to_layout_pct 78.9 \
    setup_tns_ns 0 \
    drcViolationCount 0 \
    grt_pass1_vias 257 \
    num-fill-cells 389 \
    wl_um 934 \
    power_density_nw_per_um2 1320 \
    ys_seq_frac 0.604 \
    start_kind "flip-flop" \
    critPathTopFamily "flip-flops" \
    numCtsBuffers 3 \
    p_sw_uw 164 \
    p_int_uw 621 \
    rrSetupSlack_ns 0.13 \
    p_clk_frac 0.310 \
    dpl_cell_area_um2 601 \
    pwr-share-seq 0.476 \
    power_frac_comb 0.214 \
    period_minus_slack_ns 0.960 \
    instances_no_fill 88 \
    grt_use_met3 0.0261 \
    largest_reg_flops 8 \
    ys_cells 17 \
    min_period_over_period 0.960 \
    edf_count 0 \
    rsz0062_at_grt "yes" \
    status "complete, no violations" \
    dr.first_iter.drc_count 11 \
    cp_max_fo 2 \
    crit_buf_inv 1 \
    fin_util 0.174 \
    portBuffers 18 \
    die_area_um2 6400 \
    cts_root_buf "clkbuf_4" \
    vias 229 \
    ys.flops 8 \
    grt-ovfl-total 0 \
    top_cells_by_count "8 x dfrtp_1, 8 x mux2_4, 1 x buf_6" \
    clockBufferDepth 2 \
    dr.pass1.iters 3 \
    crit_type "reg -> out" \
    openroad.warnings 29 \
    busiest_layer "met1" \
    initCoreUtil 0.0971 \
    max_freq_mhz 1040 \
    place_ws_ns -0.302 \
    reg2reg_depth 2 \
    vias_per_cell 2.60 \
    cp.arrival_ns 0.76 \
    place.gp.congestion 0.752 \
]
[layout make-up]
cell class                 count  area (um2)  share of cell area
clock buffer                   3        22.5              0.0380
multi-input combinational      8         120               0.203
sequential                     8         200               0.338
tap                           46        57.6              0.0970
timing repair buffer          23         193               0.325
[metal layers]
layer / vias to the layer above / wire length, um
met3: 0 / 119
li1: 108 / -
met1: 106 / 458
met5: - / 0
met2: 15 / 355
met4: 0 / 0
[placed cells by master (no fill, tap or decap)]
cell type	instances
buf_4	3
buf_6	1
dfrtp_1	8
buf_2	8
clkdlybuf4s50_1	9
clkbuf_4	3
dlygate4sd2_1	1
buf_12	1
mux2_4	8
[power by group through the flow]
stage	Combinational, mW	Clock [mW]	Sequential [mW]
5_1_grt	0.181	0.288	0.377
6_report	0.168	0.243	0.374
4_1_cts	0.175	0.254	0.374
[what timing repair did]
item,4_1_cts,5_1_grt
gates resized,25,1
pin swaps,0,0
buffers inserted,2,0
setup endpoints to repair,16,2
[logic make-up (layout without fill, tap and decap cells)]
logic type / Yosys count / after routing / synth area share
buf+inv: 1 / 26 / 0.0340
mux: 8 / 8 / 0.362
flops: 8 / 8 / 0.604
[stage by stage]
stage                     power (mW)  hold slack (ns)
after floorplan                0.432          -0.0956
after global placement         0.574            0.501
after detailed placement       0.574            0.498
after CTS                      0.803            0.235
after global routing           0.846            0.245
final                          0.784            0.235
[worst max-delay path by stage]
stage         endpoint  slack, ns  depth (start not counted)
CTS             out[2]      0.006                          3
global route    out[2]      -0.01                          1
finish          out[2]       0.04                          1
Power and IR drop assume default switching activity.
